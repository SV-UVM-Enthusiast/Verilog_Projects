--- config.mk ---
export PLATFORM = sky130hd
export DESIGN_NAME = spi_ctrl
export DESIGN_NICKNAME = spi_ctrl
export VERILOG_FILES = /design/flow/design.v
export SDC_FILE = /design/flow/constraint.sdc
export NUM_CORES = 4
export LEC_CHECK = 1
export CORE_UTILIZATION = 50
--- constraint.sdc ---
current_design spi_ctrl

set clk_period 3.8
set clk_io_pct 0.2

create_clock -name clk0 -period $clk_period [get_ports {pclk_i}]
create_clock -name clk1 -period $clk_period [get_ports {sclk_ref_i}]

set non_clock_inputs [all_inputs -no_clocks]
set_input_delay [expr $clk_period * $clk_io_pct] -clock clk0 $non_clock_inputs
set_output_delay [expr $clk_period * $clk_io_pct] -clock clk0 [all_outputs]
--- design.v ---
module spi_ctrl(
pclk_i, prst_i, paddr_i, pwdata_i, prdata_o, pwrite_i, penable_i, pready_o, 
sclk_ref_i, sclk_o, mosi, miso, cs
);
parameter S_IDLE = 5'b00001;
parameter S_ADDR = 5'b00010;
parameter S_IDLE_BW_ADDR_DATA = 5'b00100;
parameter S_DATA = 5'b01000;
parameter S_IDLE_WITH_TXS_PENDING = 5'b10000;
parameter MAX_NUM_TXS = 8;
input pclk_i, prst_i, penable_i, pwrite_i;
input [7:0] paddr_i;
input [7:0] pwdata_i; 
output reg [7:0] prdata_o;
output reg pready_o;
input sclk_ref_i;
output sclk_o;
output reg mosi;
input miso;
output reg [3:0] cs;
reg [4:0] state, next_state;
reg sclk_gated_f;
integer i;
reg [2:0] cur_tx_idx;
reg [3:0] num_txs_pending;
integer count;
reg [7:0] addr_to_drive;
reg [7:0] data_to_drive;
reg [7:0] data_collect; 
reg [7:0] addr_regA[MAX_NUM_TXS-1:0]; 
reg [7:0] data_regA[MAX_NUM_TXS-1:0]; 
reg [7:0] ctrl_reg;  
always @(posedge pclk_i) begin
if (prst_i == 1) begin
	prdata_o = 0;
	pready_o = 0;
	state = S_IDLE;
	next_state = S_IDLE;
	sclk_gated_f = 1;
	cs = 4'b1;
	cur_tx_idx = 0;
	num_txs_pending = 0;
	addr_to_drive = 0;
	data_to_drive = 0;
	count = 0;
	for (i = 0; i < MAX_NUM_TXS; i=i+1) begin
		addr_regA[i] = 0;
		data_regA[i] = 0;
	end
	ctrl_reg = 0;
	mosi = 1;
	data_collect = 0;
end
else begin
	if (penable_i == 1) begin
		pready_o = 1;
		if (pwrite_i == 1) begin
			if (paddr_i >= 8'h0 && paddr_i <= 8'h7) 	addr_regA[paddr_i] = pwdata_i;
			if (paddr_i >= 8'h10 && paddr_i <= 8'h17)   data_regA[paddr_i-8'h10] = pwdata_i;
			if (paddr_i == 8'h20)                       ctrl_reg[3:0] = pwdata_i[3:0]; 
		end
		else begin
			if (paddr_i >= 8'h0 && paddr_i <= 8'h7) 	prdata_o = addr_regA[paddr_i];
			if (paddr_i >= 8'h10 && paddr_i <= 8'h17)   prdata_o = data_regA[paddr_i-8'h10];
			if (paddr_i == 8'h20)                       prdata_o = ctrl_reg;
		end
	end
	else begin
		pready_o = 0;
	end
end
end
always @(posedge sclk_ref_i) begin
if (prst_i == 0) begin
	case (state)
		S_IDLE: begin
			mosi = 1;
			sclk_gated_f = 1;  
			addr_to_drive = 0;
			data_to_drive = 0;
			count = 0;
			if (ctrl_reg[0]) begin
				next_state = S_ADDR;
				cur_tx_idx = ctrl_reg[6:4];
				num_txs_pending = ctrl_reg[3:1] + 1;
				count = 0;
				addr_to_drive = addr_regA[cur_tx_idx];
				data_to_drive = data_regA[cur_tx_idx];
			end
		end
		S_ADDR : begin
			sclk_gated_f = 0;
			mosi = addr_to_drive[count];
			count = count + 1; 
			if (count == 8) begin
				next_state = S_IDLE_BW_ADDR_DATA;
				count = 0;
			end
		end
		S_IDLE_BW_ADDR_DATA : begin 
			sclk_gated_f = 1;
			count = count + 1;	
			mosi = 1;
			if (count == 4) begin
				next_state = S_DATA;
				count = 0;
			end
		end
		S_DATA : begin
			sclk_gated_f = 0;
			if (addr_to_drive[7] == 1) begin 
				mosi = data_to_drive[count];
				count = count + 1;
			end
			if (addr_to_drive[7] == 0) begin 
				data_collect[count] = miso;
				count = count + 1;
			end
			if (count == 8) begin
				num_txs_pending = num_txs_pending - 1; 
				count = 0;
				ctrl_reg[6:4] = ctrl_reg[6:4] + 1;
				cur_tx_idx = cur_tx_idx + 1;
				if (num_txs_pending == 0) begin
					next_state = S_IDLE;
					ctrl_reg[0] = 0; 
					ctrl_reg[3:1] = 0;
				end
				else begin
					next_state = S_IDLE_WITH_TXS_PENDING;
				end
			end
		end
		S_IDLE_WITH_TXS_PENDING : begin
			sclk_gated_f = 1;
			count = count + 1;	
			mosi = 1;
			if (count == 4) begin
				next_state = S_ADDR;
				addr_to_drive = addr_regA[cur_tx_idx];
				data_to_drive = data_regA[cur_tx_idx];
				count = 0;
			end
		end
	endcase
end
end
always @(next_state) state = next_state;
assign sclk_o = (sclk_gated_f == 0) ? sclk_ref_i : 1;
endmodule
--- run.sh ---
#!/bin/bash
# OpenROAD 26Q1-2900-gdf79404cd8, Yosys 0.63+post, stock flow scripts
make -C /OpenROAD-flow-scripts/flow DESIGN_CONFIG=/design/flow/config.mk WORK_HOME=/design/flow/orfs finish
==> impl_metrics.tcl <==
# implementation run metrics
set metrics [dict create \
    status "completed" \
    cts_buffers 17 \
    initCoreUtil_pct 51.3 \
    cp.required_ns 4.07 \
    path_buffers 1 \
    rsz0062_at_grt "false" \
    synthArstFlopShare_pct 0 \
    synth_top_cell_by_count "dfxtp_1" \
    vias 4520 \
    yosys_cells 624 \
    crit_slowest_cell "or4_1" \
    cap_violations 0 \
    antennaDiodeCount 0 \
    hpwl_um 9420 \
    clockPowerShare_pct 52.0 \
    pwr-share-seq_pct 43.2 \
    ys_area_um2 6160 \
    ff_type "dfxtp_1" \
    synth.area.top_cells "dfxtp_1, mux2i_1, nor2_1, mux4_2, nand2_1" \
    instances_no_fill 793 \
    critical_path_class "input port to flop" \
    drt_pre_antenna_iters 4 \
    r2r_slack_ns 2.21 \
    tool_warnings 28 \
    track_usage_pct 25.4 \
    cts_buffer_depth 2 \
    final_max_slew_viol_count 0 \
    grt_pass1_vias 4360 \
    place_inst 761 \
    crit_path_end "data_regA[1][3]" \
    arrival_ns 3.36 \
    synth_warnings 81 \
    cp.depth 6 \
    fillCellCount 989 \
    cts_max_level 4 \
    pre_cts_ws_ns 0.428 \
    ios 37 \
    synthTopCellsByCount "dfxtp_1, nor2_1, mux2i_1" \
    hold_violations 0 \
    cts_resized 0 \
    reg2reg_to "prdata_o[7]" \
    worstPathMaxFanout 8 \
    io_buffers 28 \
    die_h_um 113 \
    gp_congestion 0.829 \
    power.density_nw_per_um2 468 \
    fin_tns_setup_ns 0 \
    path_cells "clkdlybuf4s50_1 -> nor4_1 -> nand2_1 -> or4_1 -> mux2i_1 -> nor2_1" \
    drive_gt1_share_pct 12.2 \
    core_um2 12000 \
    hp-class "flop to flop" \
    die_area_um2 12800 \
    postCtsSetupRepairBufs 0 \
    grt_pass1_wl_um 23800 \
    final-seq-area_um2 2740 \
    finalWirelength_um 14900 \
    totalPowerFinal_uw 3330 \
    path_delay_family "simple AND/OR/NAND/NOR gates" \
    logic_area_um2 3170 \
    drt-initial-drc-count 240 \
    ys_seq_share_pct 44.5 \
    r2r_cells 3 \
    cts_hold_buf 0 \
    cts_tree "done" \
    peakVddDrop_uv 353 \
    syn_inst 624 \
    rows 40 \
    largest_area_cell "dfxtp_1" \
    area_growth_pct 15.5 \
    p_comb_share_pct 4.7 \
    wire_per_inst_um 18.8 \
    cts_root_buf "clkbuf_16" \
    synth_area_per_cell_um2 9.87 \
    syn_area_um2 6160 \
    net-switching-power_uw 713 \
    p_int_uw 2620 \
    viasPerCell 5.70 \
    slew-limit-headroom_pct 45.3 \
    worst_slew_pin_slew_ns 0.820 \
    path_clk_slew_ns 0.06 \
    die_w_um 113 \
    leakagePower_uw 0.00289 \
    synth_flops 137 \
    clock_skew_ns 0.00354 \
    crit_start "paddr_i[3]" \
    grt_overflow 0 \
    ant_nets 0 \
    edf_count 0 \
    r2r_start "data_regA[7][7]" \
    swShare_pct 21.4 \
    synth_top_area_share_pct 44.5 \
    cp-end-kind "flop" \
    grt_start_max_net_pins 80 \
    drc_errors 0 \
    setup_violations 0 \
    crit_path_max_incr_delay_ns 0.87 \
    startpoint_type "input port" \
    synth.distinct_cells 41 \
    antenna_found_initial 0 \
    clkSinkCount 137 \
    setup_ws_ns 0.715 \
]
-- layout by cell type, fill, tap and decap left out, drive strengths merged, types with 10 or more instances in the layout --
| cell type | instances |
|---|---|
| a21oi | 28 |
| a221oi | 12 |
| a22o | 10 |
| buf | 17 |
| clkbuf | 20 |
| clkdlybuf4s50 | 25 |
| dfxtp | 137 |
| mux2i | 118 |
| mux4 | 18 |
| nand2 | 44 |
| nor2 | 126 |
-- per-stage QoR --
step	utilization [%]	instance area (um^2)	hold slack, ns
after floorplan	-	6170	0.419
after detailed placement	54.0	6480	0.444
after global placement	54.0	6480	0.436
after CTS	59.2	7110	0.451
final	59.2	7110	0.449
after global routing	59.2	7110	0.469
-- power groups by stage --
stage / sequential [uW] / combinational, uW / clock, uW
after CTS: 1440 / 159 / 1760
after global routing: 1440 / 171 / 1820
final: 1440 / 158 / 1730
-- worst register-to-register path, delay by kind of cell, from the launching register on --
family	cells	cell delay (ns)
muxes	2	0.95
AOI/OAI and AO/OA	1	0.21
DFF	1	0.31
-- kinds of logic (layout without fill, tap and decap cells) --
group / count (synthesis) / count (layout) / share of synthesized area [%]
compound gates: 71 / 71 / 7.90
simple gates: 215 / 215 / 17.0
flops: 137 / 137 / 44.5
other cells: 2 / 6 / 0.122
mux: 138 / 138 / 26.1
buf+inv: 61 / 79 / 4.33
-- area by class of cell --
| class | count | share of cell area, % |
|---|---|---|
| clock buffer | 20 | 6.42 |
| tap | 147 | 2.59 |
| timing repair buffer | 42 | 5.24 |
| sequential | 137 | 38.6 |
| inverter | 5 | 0.264 |
| clock inverter | 12 | 2.43 |
| multi-input combinational | 430 | 44.5 |
-- worst min path at each step --
stage	from	end	slack [ns]	depth (start not counted)
finish	data_regA[0][1]	data_regA[0][1]	0.45	2
global route	data_regA[0][4]	data_regA[0][4]	0.47	2
CTS	data_regA[0][1]	data_regA[0][1]	0.45	2
-- sequential cells by signal (all words and copies together) (netlist names) --
name,cells
prdata_o,8
addr_regA,64
pready_o,1
data_regA,64
-- metal layers --
layer / GRT usage, % / part of all wire, % / vias to the layer above
met5: 0 / 0 / -
met4: 3.42 / 1.2 / 0
met3: 7.04 / 6.6 / 13
met2: 38.3 / 45 / 122
met1: 39.3 / 47 / 2179
li1: - / - / 2206
Power figures rest on the tool's default switching activity, not on a simulated workload.
