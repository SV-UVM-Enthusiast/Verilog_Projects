===== ./run.sh =====
#!/bin/bash
# OpenROAD 26Q1-2900-gdf79404cd8, Yosys 0.63+post, stock flow scripts
make -C /OpenROAD-flow-scripts/flow DESIGN_CONFIG=/design/flow/config.mk WORK_HOME=/design/flow/orfs finish

===== ./config.mk =====
export PLATFORM = sky130hd
export DESIGN_NAME = dynamic_pattern
export DESIGN_NICKNAME = dynamic_pattern
export VERILOG_FILES = /design/flow/design.v
export SDC_FILE = /design/flow/constraint.sdc
export NUM_CORES = 4
export LEC_CHECK = 1
export CORE_UTILIZATION = 30

===== ./constraint.sdc =====
current_design dynamic_pattern

set clk_period 8.4
set clk_io_pct 0.2

create_clock -name clk0 -period $clk_period [get_ports {clk}]

set non_clock_inputs [all_inputs -no_clocks]
set_input_delay [expr $clk_period * $clk_io_pct] -clock clk0 $non_clock_inputs
set_output_delay [expr $clk_period * $clk_io_pct] -clock clk0 [all_outputs]

===== ./design.v =====
module dynamic_pattern(clk,rst,d_i,v_i,pattern_detect);
input clk,rst,v_i,d_i;
output reg pattern_detect;
reg [4:0] pattern_to_detect,current_pattern;
integer count;
initial begin
pattern_to_detect = 5'b01101;
end
   always@(posedge clk)begin
   if(rst==1)begin
   pattern_detect = 0;
   count = 0;
   end
     else begin
	  if(v_i==1)begin
	  pattern_detect = 0;
	  current_pattern={current_pattern[3:0],d_i};
	  count = count+1;
	     if(count==5)begin
				if(current_pattern==pattern_to_detect)begin
				pattern_detect=1;
				count=0;
				end
				else begin
				pattern_detect=0;
				count = count - 1;
                end
				end
	        if(count==3)begin
				if(current_pattern==pattern_to_detect)begin
				pattern_detect=1;
				count=0;
				end
				else begin
				pattern_detect=0;
				count = count - 1;
                end
				end
		 end
	  end
	  end
endmodule

==> reports/metrics.csv <==
stage,metric,value,unit
timing,hold slack,0.459,ns
logic_synthesis,"FF+latch count, synth",37,
logic_synthesis,aoi/oai-family share of the synthesized area,22.6,%
hold_path,worst hold-check path type,flop to flop,
timing,Slew headroom,52.1,%
cts,CTS Sinks,37,
status,outcome,finished clean,
job,Log Warnings,28,
cts,number of CTS-inserted buffers,5,
logic_synthesis,Synth Flop Type,dfxtp_1,
global_route,vias in the first global route,2945,
floorplanning,Core Box Area,9860,um2
timing,fmax,0.167,GHz
global_route,largest net degree at the start of global routing,23,
floorplanning,die height,103,um
logic_synthesis,synth warn,1,
floorplanning,DIE WIDTH,103,um
timing,worst setup margin,2.41,ns
timing,unrepaired setup endpoints after global routing,no,
critical_path,Worst Setup Start Kind,flop,
critical_path,Most common cell on crit path,or4_1,
cells_and_area,P&R area growth vs syn,6.11,%
timing,min Tclk post-route,5.99,ns
logic_synthesis,"Seq/Total Area, Yosys",25.4,%
critical_path,Worst Path Arrival,6.24,ns
cells_and_area,share of post-route cells with drive strength above 1,6.80,%
logic_synthesis,Mux area share,1.02,%
detailed_routing,"antenna viol nets, final",0,
critical_path,critical path class,flop to flop,
critical_path,Worst path max stage delay,0.65,ns
detailed_routing,vias per inst,5.98,
cts,CTS clock-pin slew for the worst setup and hold paths,0.08,ns
cells_and_area,Top Layout Cells,"nand2_1 (43), nor2_1 (33), dfxtp_1 (33), nor3_1 (24)",
cells_and_area,filler instances,1013,
critical_path,CP max FO,12,
cts,H-tree levels,2,
floorplanning,fp util,31.1,%
placement,port buffer count,4,
cts,total setup buffers inserted after CTS,0,
logic_synthesis,Avg Synthesized Cell Area,7.33,um2
placement,Detailed Place HPWL,6360,um
cells_and_area,Layout Cell Area excl Fill,3260,um2
placement,Placed Cells,522,
placement,dpl ws,2.46,ns
timing,Final Hold Viols,0,
timing,Final TNS setup,0,ns
logic_synthesis,"XOR Share, Synth",3.42,%
pwr,Peak VDD IR,0.000121,V
detailed_routing,1st-pass router iterations,5,
cells_and_area,fin util,33.0,%
critical_path,cell family with most CP delay,simple AND/OR/NAND/NOR gates,
timing,Worst Max-Slew Pin Slew,0.712,ns
critical_path,slowest library cell on the worst path,or4_1,
critical_path,crit-path cells,ha_1 -> nand3_4 -> or4_1 -> nor4_1 -> xor2_1 -> or4_4 -> or4_1 -> o41a_1 -> inv_1 -> ha_1 -> a21boi_1 -> nand3_1 -> or4_1 -> nor2_2 -> a311o_1,
floorplanning,row cnt,36,
detailed_routing,Vias,3171,
logic_synthesis,Synth Area in Simple Gates,36.8,%
floorplanning,I/O Pins,5,
global_route,grt ovf,0,
placement,cell area after placement,3130,um2
critical_path,"Req. time, crit path",8.65,ns
cts,"Clk Latency, worst-skew pair",0.30,ns
detailed_routing,Avg WL per Cell,17.2,um
cts,Clock Path Buffers,2,
critical_path,FF-to-FF setup slack,2.41,ns
pwr,post-layout power,0.769,mW
placement,RePlAce Congestion,0.928,
logic_synthesis,"Distinct cells, synth",62,
timing,final period utilization,71.3,%
global_route,first-pass GRT wire length,15200,um
critical_path,critical path capture point type,flop,
logic_synthesis,async set-reset flop share out of synthesis,0,%
job,max-cap violation count,0,
logic_synthesis,yosys cell count,419,
detailed_routing,Residual DRC,0,
cells_and_area,Finished Layout Cells,530,
logic_synthesis,number of enable flip-flop cells,4,
timing,final setup violation count,0,
timing,Max Slew Vio Count,0,
logic_synthesis,Top logic family,simple AND/OR/NAND/NOR gates,
logic_synthesis,Yosys chip area,3070,um2
detailed_routing,Post-Route WL,9100,um
cts,CTS Hold Bufs,0,
pwr,Leak,1.03,nW
detailed_routing,DRT iter0 DRCs,332,
cells_and_area,most frequent logic cell in the layout,nand2_1,
floorplanning,die footprint,10600,um2
global_route,GRT Overall Usage,18.8,%
critical_path,CP bufs+invs,1,
logic_synthesis,Post-Synthesis Cell Area,3070,um2
logic_synthesis,adder-cell share of the synthesized area,2.04,%
pwr,Pwr per Cell Area,236,nW/um2
logic_synthesis,Gate Count Post-Synth,419,
detailed_routing,# diodes,0,
timing,clock skew after layout,0.00576,ns
cts,TritonCTS clock tree,built,
global_route,antenna violations before repair,0,
cts,Clock Tree Root,clkbuf_8,
cts,post_cts resized,0,
==> area by class of cell <==
cell class | count | area, um2 | share of cell area [%]
Clock inverter | 1 | 5.00 | 0.154
Sequential cell | 37 | 781 | 24.0
Timing Repair Buffer | 12 | 100 | 3.07
Multi-Input combinational cell | 323 | 2020 | 62.1
Inverter | 17 | 63.8 | 1.96
Clock buffer | 7 | 119 | 3.65
Tap cell | 133 | 166 | 5.11
==> where the power goes <==
part / internal, mW / switching, mW
sequential: 0.206 / 0.0574
clock: 0.0941 / 0.0713
combinational: 0.129 / 0.212
==> routing by layer <==
| metal | GRT usage [%] | part of all wire [%] | vias up |
|---|---|---|---|
| li1 | - | - | 1534 |
| met1 | 26.9 | 44 | 1471 |
| met2 | 29.5 | 45 | 140 |
| met3 | 2.69 | 7.6 | 26 |
| met4 | 6.18 | 3.3 | 0 |
| met5 | 0 | 0 | - |
==> final timing paths <==
| kind | startpoint | end | cells past startpoint |
|---|---|---|---|
| min reg2reg | current_pattern[1] | current_pattern[2] | 0 |
| max reg2reg | count[0] | count[25] | 15 |
| min | current_pattern[1] | current_pattern[2] | 0 |
| max | count[0] | count[25] | 15 |
==> flip-flops by register name, indices dropped and copies added (netlist names) <==
register,cells
pattern_detect,1
current_pattern,4
count,32
==> synthesized netlist by cell type, types with 4 or more instances <==
| master | n | area (um2) |
|---|---|---|
| or3_1 | 7 | 43.8 |
| dfxtp_1 | 33 | 661 |
| a211oi_1 | 4 | 30.0 |
| inv_1 | 16 | 60.1 |
| edfxtp_1 | 4 | 120 |
| nor2_1 | 33 | 124 |
| a31oi_1 | 7 | 43.8 |
| buf_2 | 12 | 60.1 |
| o21ai_0 | 19 | 95.1 |
| ha_1 | 5 | 62.6 |
| and2_1 | 4 | 25.0 |
| nor3_1 | 24 | 120 |
| clkbuf_1 | 21 | 78.8 |
| and3_1 | 6 | 37.5 |
| o22ai_1 | 5 | 31.3 |
| a211o_1 | 4 | 35.0 |
| buf_4 | 4 | 30.0 |
| nor2b_1 | 4 | 25.0 |
| nand3_1 | 18 | 90.1 |
| nand2_1 | 43 | 161 |
| a311o_1 | 6 | 60.1 |
| a21oi_1 | 10 | 50.1 |
| and4_1 | 6 | 52.6 |
| or4_1 | 10 | 75.1 |
| xor2_1 | 5 | 43.8 |
| o211ai_1 | 5 | 37.5 |
| xnor2_1 | 7 | 61.3 |
| nor4_1 | 17 | 106 |
| o31a_1 | 6 | 52.6 |
| nand4_1 | 19 | 119 |
==> worst register-to-register path: stages (launching register included) <==
cell and delay (ns):
dfxtp_1 0.54, ha_1 0.39, nand3_4 0.17, or4_1 0.65, nor4_1 0.32, xor2_1 0.14
or4_4 0.64, or4_1 0.55, o41a_1 0.36, inv_1 0.08, ha_1 0.13, a21boi_1 0.53
nand3_1 0.18, or4_1 0.61, nor2_2 0.47, a311o_1 0.18
==> cells by family after synthesis <==
group                    count (synthesis)
XOR/XNOR                                12
flip-flops                              37
AND-OR/OR-AND                           97
multiplexers                             3
buffers and inverters                   59
adder cells (fa/ha/maj)                  5
AND/OR/NAND/NOR                        206
Power figures rest on the tool's default switching activity, not on a simulated workload.
